==> design.v <==
module DE2(
	input CLOCK_50,
	output reg [6:0] HEX0,
	output reg [6:0] HEX1,
	output reg [6:0] HEX2,
	output reg [6:0] HEX3,
	output reg [6:0] HEX4,
	output reg [6:0] HEX5,
	output reg [6:0] HEX6,
	output reg [6:0] HEX7	
);
reg [6:0] digit_segment [0:9];
reg [6:0] mirror_digit_segment [0:9];
initial begin
	digit_segment[0] = 7'b1000000;
	digit_segment[1] = 7'b1111001;
	digit_segment[2] = 7'b0100100;
	digit_segment[3] = 7'b0110000;
	digit_segment[4] = 7'b0011001;
	digit_segment[5] = 7'b0010010;
	digit_segment[6] = 7'b0000010;
	digit_segment[7] = 7'b1111000;
	digit_segment[8] = 7'b0000000;
	digit_segment[9] = 7'b0010000;
	mirror_digit_segment[0] = 7'b1000000;
	mirror_digit_segment[1] = 7'b1111001;
	mirror_digit_segment[2] = 7'b0010010;
	mirror_digit_segment[3] = 7'b0000110;
	mirror_digit_segment[4] = 7'b0101001;
	mirror_digit_segment[5] = 7'b0100100;
	mirror_digit_segment[6] = 7'b0000100;
	mirror_digit_segment[7] = 7'b1110001;
	mirror_digit_segment[8] = 7'b0000000;
	mirror_digit_segment[9] = 7'b0100000;
end
reg [3:0] number [0:7];
initial begin
	number[7] = 4'd2;
	number[6] = 4'd2;
	number[5] = 4'd5;
	number[4] = 4'd2;
	number[3] = 4'd0;
	number[2] = 4'd4;
	number[1] = 4'd7;
	number[0] = 4'd3;
end
reg [27:0] clk_div;
always @(posedge CLOCK_50) begin
	clk_div <= clk_div + 1;
end
reg [3:0] effect;
always @(posedge clk_div[27]) begin 
		effect <= effect + 1;
end
reg blink;
always @(posedge clk_div[23]) begin
	blink <= ~blink;
end
reg flash;
always @(posedge clk_div[20]) begin
	flash <= ~flash;
end
reg [3:0] left_right [0:7];
reg [3:0] shift_count = 0;
integer i;
always @(posedge clk_div[22]) begin 
	if(shift_count < 8) begin 
		left_right[shift_count] <= number[shift_count];
		shift_count = shift_count + 1;
	end else begin
		for(i=1; i<8; i=i+1) begin
			left_right[i-1] <= left_right[i];
		end
		left_right[7] <= number[(shift_count-1)%8];
		shift_count <= shift_count + 1;
	end
end
reg [31:0] numbers = 32'h22520473; 
reg [3:0] right_left [0:7];
reg [3:0] shift_count_rl = 0;
always @(posedge clk_div[22]) begin 
    if(shift_count_rl < 8) begin 
        right_left[7-shift_count_rl] <= number[7-shift_count_rl];
        shift_count_rl = shift_count_rl + 1;
    end else begin
        right_left[7] <= right_left[6];
        right_left[6] <= right_left[5];
        right_left[5] <= right_left[4];
        right_left[4] <= right_left[3];
        right_left[3] <= right_left[2];
        right_left[2] <= right_left[1];
        right_left[1] <= right_left[0];
        right_left[0] <= numbers[(shift_count_rl - 8) * 4 +: 4];  
        shift_count_rl <= shift_count_rl + 1;
    end
end
reg toggle;
always @(posedge clk_div[24]) begin
	toggle <= ~toggle;
end
reg [3:0] display_stack;
always @(posedge clk_div[22]) begin 
	if(display_stack >= 10)
		display_stack = 0;
	else 
		display_stack <= display_stack + 1;
end
reg [3:0] index;
reg direction;
always @(posedge clk_div[22]) begin 
	if (direction == 0) begin
		if (index < 8) 
			index <= index + 1;
		else 
			direction <= 1;
	end else begin
		if (index > 0)
			index <= index - 1;
		else 
			direction <= 0;
	end
end
reg [3:0] count_tetris;
always @(posedge clk_div[22]) begin
	if(count_tetris >= 5)
		count_tetris = 0;
	else 
		count_tetris <= count_tetris + 1;
end
reg [3:0] start_countdown [0:7];
integer j;
initial begin
    start_countdown[7] = 4'd8;
    start_countdown[6] = 4'd8;
    start_countdown[5] = 4'd8;
    start_countdown[4] = 4'd8;
    start_countdown[3] = 4'd8;
    start_countdown[2] = 4'd8;
    start_countdown[1] = 4'd8;
    start_countdown[0] = 4'd8;
end
always @(posedge clk_div[23]) begin
	integer all_zero;
    all_zero = 1;
    for (j = 0; j < 8; j = j + 1) begin
        if (start_countdown[j] > number[j]) begin
            start_countdown[j] <= start_countdown[j] - 1;
            all_zero = 0;
        end
    end
    if (all_zero) begin
        for (j = 0; j < 8; j = j + 1) begin
            start_countdown[j] <= 4'd8;
        end
    end
end
always @(*) begin
	case (effect)
		4'b0000: begin 
			HEX0 = digit_segment[start_countdown[0]];
			HEX1 = digit_segment[start_countdown[1]];
			HEX2 = digit_segment[start_countdown[2]];
			HEX3 = digit_segment[start_countdown[3]];
			HEX4 = digit_segment[start_countdown[4]];
			HEX5 = digit_segment[start_countdown[5]];
			HEX6 = digit_segment[start_countdown[6]];
			HEX7 = digit_segment[start_countdown[7]];
		end
		4'b0001: begin
			HEX0 = digit_segment[left_right[0]];
			HEX1 = digit_segment[left_right[1]];
			HEX2 = digit_segment[left_right[2]];
			HEX3 = digit_segment[left_right[3]];
			HEX4 = digit_segment[left_right[4]];
			HEX5 = digit_segment[left_right[5]];
			HEX6 = digit_segment[left_right[6]];
			HEX7 = digit_segment[left_right[7]];
		end
		4'b0010: begin 
			HEX0 = (toggle) ? digit_segment[number[0]] : 7'b1111111;
			HEX1 = (!toggle) ? digit_segment[number[1]] : 7'b1111111;
			HEX2 = (toggle) ? digit_segment[number[2]] : 7'b1111111;
			HEX3 = (!toggle) ? digit_segment[number[3]] : 7'b1111111;
			HEX4 = (toggle) ? digit_segment[number[4]] : 7'b1111111;
			HEX5 = (!toggle) ? digit_segment[number[5]] : 7'b1111111;
			HEX6 = (toggle) ? digit_segment[number[6]] : 7'b1111111;
			HEX7 = (!toggle) ? digit_segment[number[7]] : 7'b1111111;
		end
		4'b0011: begin 
			HEX0 = (toggle) ? digit_segment[number[0]] : 7'b1111111;
			HEX1 = (toggle) ? digit_segment[number[1]] : 7'b1111111;
			HEX2 = (!toggle) ? digit_segment[number[2]] : 7'b1111111;
			HEX3 = (!toggle) ? digit_segment[number[3]] : 7'b1111111;
			HEX4 = (toggle) ? digit_segment[number[4]] : 7'b1111111;
			HEX5 = (toggle) ? digit_segment[number[5]] : 7'b1111111;
			HEX6 = (!toggle) ? digit_segment[number[6]] : 7'b1111111;
			HEX7 = (!toggle) ? digit_segment[number[7]] : 7'b1111111;
		end
		4'b0100: begin 
			HEX0 = (toggle) ? digit_segment[number[0]] : 7'b1111111;
			HEX1 = (!toggle) ? digit_segment[number[1]] : 7'b1111111;
			HEX2 = (!toggle) ? digit_segment[number[2]] : 7'b1111111;
			HEX3 = (toggle) ? digit_segment[number[3]] : 7'b1111111;
			HEX4 = (toggle) ? digit_segment[number[4]] : 7'b1111111;
			HEX5 = (!toggle) ? digit_segment[number[5]] : 7'b1111111;
			HEX6 = (!toggle) ? digit_segment[number[6]] : 7'b1111111;
			HEX7 = (toggle) ? digit_segment[number[7]] : 7'b1111111;
		end
		4'b0101: begin 
			HEX0 = 7'b1111111;
			HEX1 = 7'b1111111;
			HEX2 = 7'b1111111;
			HEX3 = 7'b1111111;
			HEX4 = 7'b1111111;
			HEX5 = 7'b1111111;
			HEX6 = 7'b1111111;
			HEX7 = 7'b1111111; 
			if(display_stack >=0) HEX0 = digit_segment[number[0]];
			if(display_stack >=1) HEX1 = digit_segment[number[1]];
			if(display_stack >=2) HEX2 = digit_segment[number[2]];
			if(display_stack >=3) HEX3 = digit_segment[number[3]];
			if(display_stack >=4) HEX4 = digit_segment[number[4]];
			if(display_stack >=5) HEX5 = digit_segment[number[5]];
			if(display_stack >=6) HEX6 = digit_segment[number[6]];
			if(display_stack >=7) HEX7 = digit_segment[number[7]];
		end
		4'b0110: begin
			HEX0 = 7'b1111111;
			HEX1 = 7'b1111111;
			HEX2 = 7'b1111111;
			HEX3 = 7'b1111111;
			HEX4 = 7'b1111111;
			HEX5 = 7'b1111111;
			HEX6 = 7'b1111111;
			HEX7 = 7'b1111111; 
			if(display_stack >=3) HEX0 = digit_segment[number[0]];
			if(display_stack >=2) HEX1 = digit_segment[number[1]];
			if(display_stack >=1) HEX2 = digit_segment[number[2]];
			if(display_stack >=0) HEX3 = digit_segment[number[3]];
			if(display_stack >=4) HEX4 = digit_segment[number[4]];
			if(display_stack >=5) HEX5 = digit_segment[number[5]];
			if(display_stack >=6) HEX6 = digit_segment[number[6]];
			if(display_stack >=7) HEX7 = digit_segment[number[7]];
		end
		4'b0111: begin
			if(flash) begin 
				HEX0 = digit_segment[number[0]];
				HEX1 = digit_segment[number[1]];
				HEX2 = digit_segment[number[2]];
				HEX3 = digit_segment[number[3]];
				HEX4 = digit_segment[number[4]];
				HEX5 = digit_segment[number[5]];
				HEX6 = digit_segment[number[6]];
				HEX7 = digit_segment[number[7]];
			end else begin 
				HEX0 = 7'b1111111;
				HEX1 = 7'b1111111;
				HEX2 = 7'b1111111;
				HEX3 = 7'b1111111;
				HEX4 = 7'b1111111;
				HEX5 = 7'b1111111;
				HEX6 = 7'b1111111;
				HEX7 = 7'b1111111;
			end
		end
		4'b1000: begin
			HEX0 = 7'b1111111;
			HEX1 = 7'b1111111;
			HEX2 = 7'b1111111;
			HEX3 = 7'b1111111;
			HEX4 = 7'b1111111;
			HEX5 = 7'b1111111;
			HEX6 = 7'b1111111;
			HEX7 = 7'b1111111;
			if (index >= 0) HEX0 = digit_segment[number[0]];
			if (index >= 1) HEX1 = digit_segment[number[1]];
			if (index >= 2) HEX2 = digit_segment[number[2]];
			if (index >= 3) HEX3 = digit_segment[number[3]];
			if (index >= 4) HEX4 = digit_segment[number[4]];
			if (index >= 5) HEX5 = digit_segment[number[5]];
			if (index >= 6) HEX6 = digit_segment[number[6]];
			if (index >= 7) HEX7 = digit_segment[number[7]];
		end
		4'b1001: begin
			HEX0 = 7'b1111111;
			HEX1 = 7'b1111111;
			HEX2 = 7'b1111111;
			HEX3 = 7'b1111111;
			HEX4 = 7'b1111111;
			HEX5 = 7'b1111111;
			HEX6 = 7'b1111111;
			HEX7 = 7'b1111111;
			if (index >= 0) HEX0 = digit_segment[number[0]];
			if (index >= 1) HEX1 = digit_segment[number[1]];
			if (index >= 2) HEX2 = digit_segment[number[2]];
			if (index >= 3) HEX3 = digit_segment[number[3]];
			if (index >= 3) HEX4 = digit_segment[number[4]];
			if (index >= 2) HEX5 = digit_segment[number[5]];
			if (index >= 1) HEX6 = digit_segment[number[6]];
			if (index >= 0) HEX7 = digit_segment[number[7]];
			if (index >= 7) HEX0 = 7'b1111111;
			if (index >= 6) HEX1 = 7'b1111111;
			if (index >= 5) HEX2 = 7'b1111111;
			if (index >= 4) HEX3 = 7'b1111111;
			if (index >= 4) HEX4 = 7'b1111111;
			if (index >= 5) HEX5 = 7'b1111111;
			if (index >= 6) HEX6 = 7'b1111111;
			if (index >= 7) HEX7 = 7'b1111111;
		end
		4'b1010: begin
			HEX0 = 7'b1111111;
			HEX1 = 7'b1111111;
			HEX2 = 7'b1111111;
			HEX3 = 7'b1111111;
			HEX4 = 7'b1111111;
			HEX5 = 7'b1111111;
			HEX6 = 7'b1111111;
			HEX7 = 7'b1111111;
			if(count_tetris>=0) begin 
				HEX0 = 7'b1110111; HEX1 = 7'b1111111; HEX2 = 7'b1111111; HEX3 = 7'b1110111;
				HEX4 = 7'b1110111; HEX5 = 7'b1110111; HEX6 = 7'b1110111; HEX7 = 7'b1110111;
			end
			if(count_tetris>=1) begin
				HEX0 = 7'b1110011; HEX1 = 7'b1111011; HEX2 = 7'b1111011; HEX3 = 7'b1100011;
				HEX4 = 7'b1100111; HEX5 = 7'b1110011; HEX6 = 7'b1100111; HEX7 = 7'b1100111;
			end
			if(count_tetris>=2) begin 
				HEX0 = 7'b0110011; HEX1 = 7'b1111011; HEX2 = 7'b0111011; HEX3 = 7'b1100011;
				HEX4 = 7'b0100111; HEX5 = 7'b0110011; HEX6 = 7'b0100111; HEX7 = 7'b0100111;
			end
			if(count_tetris>=3) begin 
				HEX0 = 7'b0110001; HEX1 = 7'b1111001; HEX2 = 7'b0011001; HEX3 = 7'b1000001;
				HEX4 = 7'b0100101; HEX5 = 7'b0010011; HEX6 = 7'b0100101; HEX7 = 7'b0100101;
			end
			if(count_tetris>=4) begin 
				HEX0 = 7'b0110000; HEX1 = 7'b1111000; HEX2 = 7'b0011001; HEX3 = 7'b1000000;
				HEX4 = 7'b0100100; HEX5 = 7'b0010010; HEX6 = 7'b0100100; HEX7 = 7'b0100100;
			end
		end
		4'b1011: begin 
			HEX0 = digit_segment[right_left[0]];
			HEX1 = digit_segment[right_left[1]];
			HEX2 = digit_segment[right_left[2]];
			HEX3 = digit_segment[right_left[3]];
			HEX4 = digit_segment[right_left[4]];
			HEX5 = digit_segment[right_left[5]];
			HEX6 = digit_segment[right_left[6]];
			HEX7 = digit_segment[right_left[7]];
		end
		4'b1100: begin
			if(blink) begin 
				HEX0 = digit_segment[number[0]];
				HEX1 = digit_segment[number[1]];
				HEX2 = digit_segment[number[2]];
				HEX3 = digit_segment[number[3]];
				HEX4 = digit_segment[number[4]];
				HEX5 = digit_segment[number[5]];
				HEX6 = digit_segment[number[6]];
				HEX7 = digit_segment[number[7]];
			end else begin 
				HEX0 = 7'b1111111;
				HEX1 = 7'b1111111;
				HEX2 = 7'b1111111;
				HEX3 = 7'b1111111;
				HEX4 = 7'b1111111;
				HEX5 = 7'b1111111;
				HEX6 = 7'b1111111;
				HEX7 = 7'b1111111;
			end
		end
		4'b1101: begin
			if(blink) begin
				HEX0 = mirror_digit_segment[number[0]];
				HEX1 = mirror_digit_segment[number[1]];
				HEX2 = mirror_digit_segment[number[2]];
				HEX3 = mirror_digit_segment[number[3]];
				HEX4 = mirror_digit_segment[number[4]];
				HEX5 = mirror_digit_segment[number[5]];
				HEX6 = mirror_digit_segment[number[6]];
				HEX7 = mirror_digit_segment[number[7]];
			end else begin 
				HEX0 = digit_segment[number[0]];
				HEX1 = digit_segment[number[1]];
				HEX2 = digit_segment[number[2]];
				HEX3 = digit_segment[number[3]];
				HEX4 = digit_segment[number[4]];
				HEX5 = digit_segment[number[5]];
				HEX6 = digit_segment[number[6]];
				HEX7 = digit_segment[number[7]];
			end
		end
		4'b1110: begin
			HEX0 = (toggle) ? digit_segment[number[0]] : 7'b1111111;
			HEX1 = (toggle) ? digit_segment[number[1]] : 7'b1111111;
			HEX2 = (toggle) ? digit_segment[number[2]] : 7'b1111111;
			HEX3 = (toggle) ? digit_segment[number[3]] : 7'b1111111;
			HEX4 = (!toggle) ? digit_segment[number[4]] : 7'b1111111;
			HEX5 = (!toggle) ? digit_segment[number[5]] : 7'b1111111;
			HEX6 = (!toggle) ? digit_segment[number[6]] : 7'b1111111;
			HEX7 = (!toggle) ? digit_segment[number[7]] : 7'b1111111;
		end
		default: begin
			HEX0 = digit_segment[number[0]];
			HEX1 = digit_segment[number[1]];
			HEX2 = digit_segment[number[2]];
			HEX3 = digit_segment[number[3]];
			HEX4 = digit_segment[number[4]];
			HEX5 = digit_segment[number[5]];
			HEX6 = digit_segment[number[6]];
			HEX7 = digit_segment[number[7]];
		end
	endcase
end
endmodule
==> run.sh <==
#!/bin/bash
# OpenROAD 26Q1-2900-gdf79404cd8, Yosys 0.63+post, stock flow scripts
make -C /OpenROAD-flow-scripts/flow DESIGN_CONFIG=/design/flow/config.mk WORK_HOME=/design/flow/orfs finish
==> config.mk <==
export PLATFORM = sky130hd
export DESIGN_NAME = DE2
export DESIGN_NICKNAME = DE2
export VERILOG_FILES = /design/flow/design.v
export SDC_FILE = /design/flow/constraint.sdc
export NUM_CORES = 4
export LEC_CHECK = 1
export CORE_UTILIZATION = 30
==> constraint.sdc <==
current_design DE2

set clk_period 6.4
set clk_io_pct 0.2

create_clock -name clk0 -period $clk_period [get_ports {CLOCK_50}]

set non_clock_inputs [all_inputs -no_clocks]
set_input_delay [expr $clk_period * $clk_io_pct] -clock clk0 $non_clock_inputs
set_output_delay [expr $clk_period * $clk_io_pct] -clock clk0 [all_outputs]
==> flow_metrics.py <==
# Auto-generated metrics
metrics = {
    "outcome": {
        "status": "finished, final reports clean",
    },
    "clock_network": {
        "clock_latency_ns": 0.25,
        "htreeDepth": 1,
        "cts_root_buf": "clkbuf_16",
        "postCtsResizedCells": 0,
        "cts_buffer_depth": 2,
        "cts_setup_buffers": 0,
        "cts_tree": "yes",
        "cts_buffers": 3,
        "cts_hold_buf": 0,
        "clk_pin_slew_ns": 0.06,
    },
    "place": {
        "place_inst": 1869,
        "post-place-ws_ns": 4.55,
        "globalplace.congestion": 1.07,
        "numPortBuffers": 56,
        "hpwl_um": 31500,
    },
    "detailed_routing": {
        "via_per_inst": 5.84,
        "drt_first_pass_iters": 6,
        "drc": 0,
        "drt-total-wl_um": 40500,
        "num_vias": 10900,
        "drt_iter0_drc": 1169,
        "routedWlPerCell_um": 21.7,
        "ant_nets": 0,
        "diodes": 0,
    },
    "pwr": {
        "comb_power_share_pct": 0,
        "ir_drop_mv": 0.0865,
        "p_switching_uw": 53.0,
        "powerDensity_nw_per_um2": 25.5,
        "power.internal_uw": 257,
        "pwr-share-seq_pct": 56.2,
        "p_leak_nw": 4.41,
        "swShare_pct": 17.1,
        "power_frac_clock_pct": 43.8,
    },
    "timing": {
        "fmax_mhz": 535,
        "finalHoldViolCount": 0,
        "drv_slew": 0,
        "setup-tns-final_ns": 0,
        "skew_ns": 0.00303,
        "setup_violations": 0,
        "fin_ws_ns": 4.53,
        "period_used_pct": 29.2,
        "rsz0062_at_grt": "false",
        "relSlewSlack_pct": 33.5,
        "tightest_slew_ns": 0.994,
        "unclocked_pins": 108,
        "fin_crit_ns": 1.87,
        "unconstrained_endpoints": 216,
    },
    "cells_and_area": {
        "mostFrequentLayoutCells": "nor2_1 (156), nand2_1 (148), a21oi_1 (85)",
        "lay_top_count": "nor2_1",
        "num-fill-cells": 3741,
        "area_growth_pct": 9.42,
        "finalNonFillerCells": 1872,
        "final_core_util_pct": 33.3,
        "drive_above_1_share_pct": 4.77,
    },
    "global_routing": {
        "grtUsageTotal_pct": 21.7,
        "grt_max_degree": 61,
        "grt_first_pass_wirelength_um": 61800,
        "grt_antenna_before_repair": 1,
        "grt-ovfl-total": 0,
        "grt_pass1_vias": 10200,
    },
    "critical_path": {
        "worstPathArrival_ns": 2.05,
        "crit_fanout": 6,
        "cp-end-kind": "flop",
        "cp.required_ns": 6.59,
        "startpoint_type": "flop",
        "worst-setup-path-type": "reg -> reg",
    },
    "logic_synthesis": {
        "synthesis.instances": 1406,
        "ys_cells": 1406,
        "ys_ff": 136,
        "synth_chip_area_um2": 11100,
        "synth_cell_type_count": 89,
        "ff_type": "dfxtp_1",
        "synth_seq_share_pct": 29.2,
        "area_leaders": "dfxtp_1 (15%), edfxtp_1 (14%), ha_1 (9.3%)",
        "yosys.area.top_type": "dfxtp_1",
        "top_area_share_pct": 15.1,
        "syn_avg_cell_area_um2": 7.91,
        "async_flop_share_pct": 0,
        "synth-edff-count": 52,
        "yosysWarnings": 2,
        "netlist_area_um2": 11100,
    },
    "floorplanning": {
        "fp_util_pct": 30.4,
        "die-width_um": 195,
        "die_y_um": 195,
        "placementRows": 70,
        "die-area_um2": 37800,
        "io_pins": 57,
        "core_area_um2": 36500,
    },
    "flow_run": {
        "max_cap_violations": 0,
        "warning_count": 80,
    },
    "min_path": {
        "min_path_type": "reg -> reg",
    },
}
[worst paths after layout]
check,startpoint,end,slack (ns),cells past startpoint
setup reg to reg,clk_div[2],clk_div[25],4.53,7
setup / recovery,clk_div[2],clk_div[25],4.53,7
hold reg to reg,clk_div[19],clk_div[19],0.45,1
hold / removal,clk_div[19],clk_div[19],0.45,1
[state kept, by name (all words and copies together) (netlist names)]
signal / flops
flash: 1
index: 4
display_stack: 4
right_left: 24
shift_count: 4
effect: 4
blink: 1
start_countdown: 32
direction: 1
count_tetris: 4
toggle: 1
shift_count_rl: 4
clk_div: 28
left_right: 24
[per-layer routing]
layer	global-route usage, %	vias to the layer above	part of all wire, %	routed length, um
met2	32.3	605	43	17300
met4	8.50	2	5.0	2040
li1	-	5085	-	-
met3	4.71	142	9.8	3990
met1	31.0	5106	42	17200
met5	0	-	0.022	9
[cell type report]
type / count / area (um^2) / share of cell area (%)
Timing Repair Buffer: 80 / 741 / 6.09
Tap cell: 468 / 586 / 4.81
Multi-Input combinational cell: 1103 / 7210 / 59.3
Inverter: 82 / 308 / 2.53
Clock buffer: 3 / 75.1 / 0.617
Sequential cell: 136 / 3250 / 26.7
[cell families (layout without fill, tap and decap cells)]
family	count (synthesis)	after routing	share of synthesized area (%)
AND-OR/OR-AND	401	401	24.8
XOR/XNOR	46	46	3.62
adder cells (fa/ha/maj)	83	83	9.34
buffers and inverters	167	165	6.11
flip-flops	136	136	29.2
multiplexers	38	38	3.57
AND/OR/NAND/NOR	535	535	23.4
[Yosys cell counts, types with 13 or more instances]
master	count
and2_1	13
edfxtp_1	52
nand4_1	16
a22oi_1	14
nand3_1	40
mux2i_1	28
dfxtp_1	84
nand2b_1	20
clkbuf_1	47
o21ai_0	73
nand2_1	148
xor2_1	16
a21o_1	42
nor3_1	47
nor2_1	156
o31ai_1	24
o211ai_1	17
xnor2_1	30
a31oi_1	14
inv_1	80
buf_2	24
a21oi_1	85
ha_1	83
[power by group through the flow]
stage | Combinational [mW] | Clock [mW] | Sequential, mW
CTS | 0.00000310 | 0.138 | 0.174
global route | 0.00000310 | 0.149 | 0.174
finish | 0.00000310 | 0.136 | 0.174
[through the flow]
step                      total power, mW  instance area, um^2  hold WS, ns
after CTS                           0.312                12200        0.449
final                               0.310                12200        0.448
after detailed placement            0.178                12100        0.432
after floorplan                     0.178                11100        0.406
after global placement              0.178                12100        0.430
after global routing                0.323                12200        0.469
[critical path: stages (launching register included)]
cell and delay, ns:
dfxtp_1 0.40, and4_1 0.28, nand4_1 0.16, nor2_1 0.13, and3_1 0.18, nand3_1 0.21
and3b_1 0.29, xor2_1 0.15
Power is estimated from default activity; no workload was simulated.
